===== design/flow/run.sh =====
#!/bin/bash
# OpenROAD 26Q1-2900-gdf79404cd8, Yosys 0.63+post, stock flow scripts
make -C /OpenROAD-flow-scripts/flow DESIGN_CONFIG=/design/flow/config.mk WORK_HOME=/design/flow/orfs finish

===== design/flow/design.v =====
module counter(o, c, r);
  input c, r;      
  output reg [7:0]o;
  always@(posedge c)
    begin
      if(r)
        o <= 8'b1;
      else
        o <= o + 8'h02;
    end
endmodule

===== design/flow/config.mk =====
export PLATFORM = sky130hd
export DESIGN_NAME = counter
export DESIGN_NICKNAME = counter
export VERILOG_FILES = /design/flow/design.v
export SDC_FILE = /design/flow/constraint.sdc
export NUM_CORES = 4
export LEC_CHECK = 1
export CORE_AREA = 10 10 70 70
export DIE_AREA = 0 0 80 80

===== design/flow/constraint.sdc =====
current_design counter

set clk_period 1.6
set clk_io_pct 0.2

create_clock -name clk0 -period $clk_period [get_ports {c}]

set non_clock_inputs [all_inputs -no_clocks]
set_input_delay [expr $clk_period * $clk_io_pct] -clock clk0 $non_clock_inputs
set_output_delay [expr $clk_period * $clk_io_pct] -clock clk0 [all_outputs]

==> results.cfg <==
; generated from flow reports
[detailed_routing]
wire_per_inst_um = 7.36
drt-total-wl_um = 640
firstDrtPassIters = 2
viasPerCell = 2.63
ant_nets = 0
antenna-diode-count = 0
dr.first_iter.drc_count = 3
vias = 229
drcViolationCount = 0

[clocking]
cts_resized = 0
clockBufferDepth = 2
cts_setup_buffers = 0
ctsRootBufferMaster = clkbuf_4
cts_sinks = 7
cts_hold_buf = 0
cts_made_buffers = 3
clk_pin_slew_worst_paths_ns = 0.05
htreeDepth = 1
clk_latency_ns = 0.25
cts_tree = yes

[critical_path]
critPathRequiredTime_ns = 1.28
path_buffers = 1
crit_slowest_cell = clkdlybuf4s50_1
crit_arrival_ns = 1.15
timing.rr.start = o[1]
worstPathCellList = clkdlybuf4s50_1
path_max_fanout = 4
cp_slowest_stage_delay_ns = 0.51
cp_top_family = buffers and inverters
worst_setup_path_start_kind = flop
crit_start = o[4]
cp-end-kind = output pin
criticalPathCategory = flop to output pin

[job]
maxCapViolations = 0
log.warning_count = 25

[sta]
hold_viol_final = 0
fmax_mhz = 680
min_period_over_period_pct = 91.9
slew_viol_final = 0
fin_crit_ns = 1.47
rsz0062_at_grt = no
timing.hold.ws_ns = 0.463
fin_tns_setup_ns = 0
finalClockSkew_ns = 0.00417
setup_violations = 0

[synth]
most_common_cell = dfxtp_1
yosysCellCount = 31
syn_inst = 31
synth_seq_share_pct = 48.9
ff_type = dfxtp_1
synth_warnings = 1
topCellsByArea = dfxtp_1 49%, nor2_1 7.9%, xor2_1 6.1%, buf_4 5.2%, o21bai_1 5.2%
ys_types = 14
synth_area_leader_cell = dfxtp_1
yosys-stat-area_um2 = 287
ys_ff = 7
async_reset_ff_share_pct = 0
top_cell_area_share_pct = 48.9
edf_count = 0
netlist_area_um2 = 287
avgSynthCellArea_um2 = 9.24
netlist_top_cells_count = 7 x dfxtp_1, 6 x nor2_1

[power_and_ir_drop]
p_leak_nw = 0.141
power_density_nw_per_um2 = 854
ir_drop_mv = 0.430

[floorplanning]
core.rowCount = 21
chip_area_um2 = 6400
die_x_um = 80
die_y_um = 80
io_pins = 10
coreArea_um2 = 3420
fp_util_pct = 8.39

[place]
dp_hpwl_um = 512
gp_congestion = 0.706
portBuffers = 8

[layout]
regMostFlops = o
drive_above_1_share_pct = 9.76
largest_reg_flops = 7
reg_top3 = o: 7 flops
area_delta_synth_final_pct = 52.0

[hold_path]
min_from = o[1]
hold_path.class = flop to flop

[global_route]
grt_pass1_wl_um = 1170
grt_max_degree = 10
antenna_found_initial = 0
grt-ovfl-total = 0
grtUsageTotal_pct = 2.32
grt_pass1_vias = 256

[run_status]
status = completed
## area by class of cell
| class | instances | area, um^2 |
|---|---|---|
| multi-input cells | 22 | 131 |
| clock buffers | 4 | 26.3 |
| fillers | 398 | 2980 |
| well taps | 46 | 57.6 |
| repair buffers | 8 | 80.1 |
| flip-flops and latches | 7 | 140 |
## power breakdown
part	internal [mW]	total, mW	switching, mW	leakage (nW)
Clock	0.0951	0.159	0.0637	0.0150
Sequential	0.181	0.187	0.00620	0.0570
Combinational	0.0180	0.0258	0.00774	0.0685
Total	0.294	0.372	0.0776	0.141
## worst paths after layout
| path | end | slack [ns] | depth (start not counted) |
|---|---|---|---|
| min reg2reg | o[1] | 0.46 | 1 |
| max | o[4] | 0.13 | 1 |
| min | o[1] | 0.46 | 1 |
| max reg2reg | o[7] | 0.45 | 4 |
## logic make-up after synthesis
family / Yosys count / synth area share [%]
AOI/OAI and AO/OA: 2 / 5.24
buffers and inverters: 2 / 5.24
DFF: 7 / 48.9
xor gates and xnor gates: 3 / 9.17
and+or+nand+nor: 15 / 25.8
adders and majority gates: 1 / 4.37
other: 1 / 1.31
## routing by layer
layer	GRT usage, %	vias to the layer above	part of all wire, %
li1	-	120	-
met1	3.47	96	61
met2	2.41	13	25
met3	1.82	0	13
met4	0.352	0	0
met5	0	-	0
## through the flow
| step | instance area (um^2) | total power [mW] | setup WS, ns | instances | util (%) |
|---|---|---|---|---|---|
| 2_1_floorplan | 287 | 0.202 | 0.578 | 31 | - |
| 3_3_place_gp | 409 | 0.216 | 0.236 | 83 | 12.0 |
| 3_5_place_dp | 409 | 0.217 | 0.200 | 83 | 12.0 |
| 4_1_cts | 435 | 0.382 | 0.107 | 87 | 12.7 |
| 5_1_grt | 435 | 0.405 | 0.0684 | 87 | 12.7 |
| 6_report | 435 | 0.372 | 0.130 | 87 | 12.7 |
## cells in the final DEF (no fill, tap or decap), drive strengths merged
cell type and n:
clkdlybuf4s50 8, nor2 6, o21bai 2, nand2 2, xor2 2, conb 1
nand2b 1, ha 1, nor2b 1, dfxtp 7, or2b 1, nor4 2
clkbuf 4, nand3 2, xnor2 1
Power and IR drop assume default switching activity.
